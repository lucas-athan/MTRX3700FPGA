File: design.v
module whac_a_mole_fsm (
    input               clk,
    input               start_button_pressed,          
    input               timeout,
    input               reset_button_pressed,          
    input               rng_ready,
    input               [17:0] toggle_switches,
    input               [3:0] key_switches,
    input               [17:0] led_number,
    output logic        ledx,
    output logic        ready_for_mole,
    output logic        timeout_start,
    output logic        [15:0] points,
    output logic        [2:0] level_select
);
logic [8:0] concurrent;
logic [3:0] multiplier; 
logic [2:0] level_number;
logic switchx;
assign switchx = |(toggle_switches & led_number);
always_comb begin : level_select_logic
    level_number = 3'b000;
    case (key_switches)
    4'b0001: begin             
        level_number = 3'b000;
    end
    4'b0010: begin             
        level_number = 3'b001;
    end
    4'b0100: begin             
        level_number = 3'b010;
    end
    4'b1000: begin             
        level_number = 3'b100;
    end
    default: begin
        level_number = 3'b000;
    end
    endcase
end
logic start_button, start_button_edge;
always_ff @(posedge clk) begin : start_edge_detect
    start_button <= start_button_pressed;
end : start_edge_detect
assign start_button_edge = (start_button_pressed > start_button);
logic reset_button, reset_button_edge;
always_ff @(posedge clk) begin : reset_edge_detect
    reset_button <= reset_button_pressed;
end : reset_edge_detect
assign reset_button_edge = (reset_button_pressed > reset_button);
typedef enum logic [2:0] { S0_Idle, S1_Choose_Mole, S2_Wait_For_Hit, S3_Hit, S4_Miss } state_type;
state_type current_state, next_state;
initial current_state = S0_Idle;
always_comb begin : whac_a_mole_next_state_logic
    next_state = current_state;
    case (current_state)
        S0_Idle: begin
            if (start_button_edge) next_state = S1_Choose_Mole;
            else                   next_state = S0_Idle;
        end
        S1_Choose_Mole: begin
            if (rng_ready)        next_state = S2_Wait_For_Hit;
            else                  next_state = S1_Choose_Mole;
        end
        S2_Wait_For_Hit: begin
            if (reset_button_edge == 1) begin
                next_state = S0_Idle;
            end
            else if (timeout == 0) begin
                next_state = S4_Miss;
            end
            else if (switchx == 1 && timeout != 0) begin
                next_state = S3_Hit;
            end
            else begin
                next_state = S2_Wait_For_Hit;
            end
        end
        S3_Hit:            next_state = S1_Choose_Mole;
        S4_Miss:           next_state = S1_Choose_Mole;
    endcase
end
always_ff @(posedge clk) begin : whac_a_mole_fsm_ff
    current_state <= next_state;
    if (current_state == S0_Idle) begin
        points     <= 0;
        multiplier <= 1;
        concurrent <= 0;
    end
    else if (current_state == S3_Hit) begin
        if (level_number == 3'b001)
            multiplier = 1;
        else if (level_number == 3'b010)
            multiplier = 3;
        else if (level_number == 3'b100)
            multiplier = 5;
        if (concurrent >= 5) begin
            multiplier = multiplier + (concurrent/5) ;
            points     <= points + (multiplier * 10);
            concurrent <= concurrent + 1;
        end
        else if (concurrent < 10) begin
            multiplier = 1;
            points     <= points + (multiplier * 10);
            concurrent <= concurrent + 1;
        end
    end
    else if (current_state == S4_Miss) begin
        concurrent <= 0;
        multiplier <= 1;
    end
end
always_comb begin : whac_a_mole_fsm_output
    ledx = 0;
    ready_for_mole = 0;
    timeout_start = 0;
    level_select = level_number;
    if (current_state == S0_Idle) begin
        ledx = 0;
        ready_for_mole = 0;
        timeout_start = 0;
        level_select = level_number;
    end
    if (current_state == S1_Choose_Mole) begin
        ready_for_mole = 1;
        level_select = level_number;
    end
    else if (current_state == S2_Wait_For_Hit) begin
        ledx = 1;
        timeout_start = 1;
        ready_for_mole = 0;
        level_select = level_number;
    end
    else if (current_state == S3_Hit) begin
        ledx = 0;
        timeout_start = 0;
        ready_for_mole = 0;
        level_select = level_number;
    end
    else if (current_state == S4_Miss) begin
        ledx = 0;
        timeout_start = 0;
        ready_for_mole = 0;
        level_select = level_number;
    end
end
endmodule
File: run.sh
#!/bin/bash
# OpenROAD 26Q1-2900-gdf79404cd8, Yosys 0.63+post, stock flow scripts
make -C /OpenROAD-flow-scripts/flow DESIGN_CONFIG=/design/flow/config.mk WORK_HOME=/design/flow/orfs finish
File: config.mk
export PLATFORM = sky130hd
export DESIGN_NAME = whac_a_mole_fsm
export DESIGN_NICKNAME = whac_a_mole_fsm
export VERILOG_FILES = /design/flow/design.v
export SDC_FILE = /design/flow/constraint.sdc
export NUM_CORES = 4
export LEC_CHECK = 1
export CORE_UTILIZATION = 40
File: constraint.sdc
current_design whac_a_mole_fsm

set clk_period 8.1
set clk_io_pct 0.2

create_clock -name clk0 -period $clk_period [get_ports {clk}]

set non_clock_inputs [all_inputs -no_clocks]
set_input_delay [expr $clk_period * $clk_io_pct] -clock clk0 $non_clock_inputs
set_output_delay [expr $clk_period * $clk_io_pct] -clock clk0 [all_outputs]
==> notes.md <==
run metrics: IO Port Bufs 65, Worst path depth 40, CTS tree done, Setup crit start kind register, Cell Int Power 0.336 mW, Cell Type Count 73, global route overflow 0, R2R Setup Slk 440 ps, r2r endpoint points[13], Die ar. 8770 um2, clk sinks 33, worst slew pin tran 762 ps, async set-reset flop share out of synthesis 0%, slowest stage delay, CP 470 ps, Total GRT Usage 20.3%, layout cells sized above 1 13.3%, vias in the first global route 3038, post-synth tally of flip-flops with integrated enable 3, max-slew violations 0, yosys cell count 448, Pwr Total 0.511 mW, yosys warns 1, Initial DRC Count 125, PwrDens 116 nW/um2, Final setup violation count 0, top-count cell post-synth nor2_1, DRC Markers 0, Mapped Cells 448, DR pass1 iterations 4, Worst Hold Path Cells 1, Period Utilization, post-route 94.5%, Slowest-stage cell, CP fa_1, top cells by count 45 x nor2_1, 32 x nand2_1, 30 x dfxtp_1, cell area after synthesis 3360 um2, final instance area 4400 um2, Placement Setup Slack -33.2 ps, clk latency late pin 280 ps, Placed Area 4150 um2, hold buffers post-CTS 0, Placement Rows 33, hpwl dp 6530 um, fp util 41.1%, core area 8180 um2, clock root buffer master clkbuf_8, crit-path leading delay family simple AND/OR/NAND/NOR gates, number of diodes 0, fin worst setup slack 444 ps, Max Root-Sink Buffers 2, Comb power frac 33.3%, Chip Width 93.6 um, leakage 1.65 nW, Crit. End Element register, Log Warnings 30, io pins 67, Crit Path Class register to register, Fmax 131 MHz, final RePlAce weighted congestion 0.928, antenna viol nets, final 0, dpl cells 610, Critical Path RT 8270 ps, Hold Crit Class register to register, final wirelength 8560 um, clk slew on worst S/H paths 70 ps, max_cap viols 0, Flop pwr share 41.9%, Max-slew headroom 49.1%, final hold viol count 0, H-Tree Depth 2, Worst R2R Start concurrent[6], fin crit period 7660 ps, clock power share 24.9%, VDD IR max 0.0000830 V, top-area cell type share of the netlist area 17.9%, flops & latches, synth 33, status complete, no violations, initial antenna violation count 0, P&R area growth vs syn 30.9%, per-cell routed wire length 13.7 um, largest net degree at the start of global routing 29, post-synth top area cell dfxtp_1, reg2reg path depth 40, main flop type dfxtp_1, Buf/Inv on CP 3, TritonCTS Buffers 5, die extent in y 93.6 um, vias post-DR 3471, crit path DAT 7830 ps, Hold Path End multiplier[2], Finished Layout Cells 625, Net Sw Frac 34.2%, vias per cell 5.55, Synth area leaders dfxtp_1 18%, ha_1 7.8%, nor2_1 5.0%, a21oi_1 3.7%, nand2_1 3.6%, hold path start multiplier[2], register share after synthesis 20.6%, switching power 0.175 mW, first-pass GRT wire length 14100 um, worst clock skew 12.8 ps, YS chip area 3360 um2, Crit Path Max Fanout 7, syn avg cell area 7.50 um2
per-layer routing:
metal / up-vias / track usage, % / routed length [um]
met5: - / 0 / 0
met2: 110 / 32.8 / 3930
met4: 0 / 3.97 / 156
met1: 1579 / 29.0 / 3960
li1: 1770 / - / -
met3: 12 / 3.80 / 514
flip-flops by register name (all words and copies together), names as in the netlist:
register / flops
current_state: 3
concurrent: 9
multiplier: 4
start_button: 1
points: 15
reset_button: 1
worst max-delay path by stage:
stage / from / to / slack (ps)
after CTS: concurrent[7] / points[13] / 10
after global routing: concurrent[6] / points[15] / -0.8
final: concurrent[6] / points[13] / 440
layout make-up:
class                           instances  area (um2)
Multi-Input combinational cell        359        2520
Inverter                               29         109
Timing Repair Buffer                   91         850
Fill cell                             748        3780
Clock buffer                            8        90.1
Tap cell                              105         131
Sequential cell                        33         692
power by group through the flow:
stage | Sequential [mW] | Clock [mW] | Combinational [mW]
after CTS | 0.214 | 0.134 | 0.171
after global routing | 0.218 | 0.140 | 0.191
final | 0.214 | 0.127 | 0.170
stage by stage:
stage / hold WS, ps / utilization [%] / TNS, ps
floorplan: 441 / - / 0
CTS: 488 / 51.9 / 0
finish: 487 / 53.8 / 0
global route: 514 / 53.8 / -0.794
detailed placement: 466 / 50.7 / -52.3
global placement: 462 / 50.7 / 0
repair_timing:
| item | in CTS | in global routing |
|---|---|---|
| pin swaps | 0 | 20 |
| buffers inserted | 0 | 7 |
| setup endpoints to repair | 2 | 9 |
| resized | 2 | 26 |
| cloned | 0 | 0 |
kinds of logic after synthesis:
logic type      share of synthesized area [%]
buf+inv                                  7.34
mux                                      1.97
flops                                    20.6
fa+ha+maj                                9.61
other cells                             0.112
xor+xnor                                 6.26
simple gates                             29.2
compound gates                           25.0
layout by cell type, fill, tap and decap left out, types with 4 or more instances in the layout:
cell type and count:
a211oi_1 4, a21o_1 5, a21oi_1 22, a22o_1 6
a22oi_1 5, a31oi_1 6, and2_1 6, and3_1 9
buf_4 25, clkbuf_8 6, clkdlybuf4s50_1 65, dfxtp_1 29
ha_1 17, inv_1 26, mux2i_1 4, nand2_1 31
nand2b_1 9, nand3_1 20, nand3b_1 5, nand4_1 5
nor2_1 43, nor2b_1 11, nor3_1 10, nor4b_1 5
o211ai_1 6, o21ai_0 19, o22ai_1 4, o31ai_1 4
or2_2 4, or3_1 4, xnor2_1 13, xor2_1 11
Power is estimated from default activity; no workload was simulated.
